--- flow/constraint.sdc ---
current_design microcode_unit

set clk_period 2.6
set clk_io_pct 0.2

create_clock -name clk0 -period $clk_period [get_ports {clk}]

set non_clock_inputs [all_inputs -no_clocks]
set_input_delay [expr $clk_period * $clk_io_pct] -clock clk0 $non_clock_inputs
set_output_delay [expr $clk_period * $clk_io_pct] -clock clk0 [all_outputs]
--- flow/config.mk ---
export PLATFORM = sky130hd
export DESIGN_NAME = microcode_unit
export DESIGN_NICKNAME = microcode_unit
export VERILOG_FILES = /design/flow/design.v
export SDC_FILE = /design/flow/constraint.sdc
export NUM_CORES = 4
export LEC_CHECK = 1
export CORE_AREA = 10 10 70 70
export DIE_AREA = 0 0 80 80
--- flow/run.sh ---
#!/bin/bash
# OpenROAD 26Q1-2900-gdf79404cd8, Yosys 0.63+post, stock flow scripts
make -C /OpenROAD-flow-scripts/flow DESIGN_CONFIG=/design/flow/config.mk WORK_HOME=/design/flow/orfs finish
--- flow/design.v ---
module microcode_unit (
    input reset,
    input clk,
    input [6:0] opcode,
    input bcond,
    output write_pc,
    output i_or_d,
    output mem_read,
    output mem_write,
    output write_IR,
    output write_MDR,
    output mem_to_reg,
    output write_reg,
    output write_AB,
    output alu_scr_A,
    output alu_scr_imm,
    output alu_scr_4,
    output write_ALUOut,
    output pc_source,
    output write_bcond,
    output control_add,
    output is_ecall
);
  wire mem_if_read, mem_excute;
  reg [2:0] current_upc;
  reg [2:0] next_upc;
  reg [9:0] microcode[8];
  assign mem_to_reg = opcode == 7'b0000011;
  assign pc_source = bcond && (opcode == 7'b1100011);
  assign i_or_d       = microcode[current_upc][9];
  assign write_pc     = microcode[current_upc][8];
  assign write_IR     = microcode[current_upc][7];
  assign write_AB     = microcode[current_upc][6];
  assign write_ALUOut = microcode[current_upc][5];
  assign write_reg    = microcode[current_upc][4];
  assign write_bcond  = microcode[current_upc][3];
  assign write_MDR    = microcode[current_upc][2];
  assign mem_if_read  = microcode[current_upc][1];
  assign mem_excute   = microcode[current_upc][0];
  assign is_ecall     = opcode == 7'b1110011;
  assign mem_read = mem_if_read ? 1 : ( mem_excute && opcode == 7'b0000011);
  assign mem_write = ( mem_excute && opcode == 7'b0100011);
  assign alu_scr_A = ( write_ALUOut && !(opcode == 7'b1100011 || opcode == 7'b1101111  || opcode == 7'b1100111) ) || (write_pc && opcode == 7'b1100111) || write_bcond;
  assign alu_scr_imm = !( (write_ALUOut && opcode == 7'b0110011) || write_bcond );
  assign alu_scr_4 = write_pc ^ (opcode == 7'b1101111 || opcode == 7'b1100111);
  assign control_add = (write_ALUOut && (opcode == 7'b1100011)) || write_pc;
  initial begin
    current_upc  = 1;
    microcode[0] = 10'b0100000000;   
    microcode[1] = 10'b0010000010;   
    microcode[2] = 10'b0001000000;   
    microcode[3] = 10'b0000100000;   
    microcode[4] = 10'b0000001000;   
    microcode[5] = 10'b1000000101;   
    microcode[6] = 10'b0000000000;   
    microcode[7] = 10'b0000010000;   
  end
  always @(*) begin
    case (current_upc)
      3'b001: begin
        if (opcode == 7'b1101111)
          next_upc = current_upc + 1;
        else next_upc = current_upc + 1;
      end
      3'b100: begin
        if (opcode == 7'b1100011 || opcode == 7'b1110011) next_upc = 3'b000;
        else if(opcode == 7'b0010011 ||opcode == 7'b0110011 || opcode == 7'b1100111 ||opcode == 7'b1101111)
          next_upc = 3'b111;
        else next_upc = current_upc + 1;
      end
      3'b110: begin
        if (opcode == 7'b0100011) next_upc = 3'b000;
        else next_upc = current_upc + 1;
      end
      default: next_upc = current_upc + 1;
    endcase
  end
  always @(posedge clk) begin
    if (reset) current_upc <= 1;
    else current_upc <= next_upc;
  end
endmodule
==> impl_metrics.yaml <==
# generated from flow reports
global_routing:
  grt_antenna_before_repair: 0
  overflow: 0
  grt_pass1_vias: 576
  grt_pass1_wl_um: 2570
  track_usage_pct: 4.77
  grt_max_degree: 8
hold_path:
  hold_class: "register to register"
logic_synthesis:
  synth-async-reset-ratio_pct: 0
  yosys.area_share.aoi_pct: 20.9
  syn-instance-count: 54
  ys.flop_type: "dfxtp_1"
  topCellsByArea: "ha_1, dfxtp_1, inv_1"
  top_area_cell: "ha_1"
  synth-seq-cells: 3
  adder_share_pct: 19.0
  syn-cell-area_um2: 395
  postSynthSeqShare_pct: 15.2
  synth.distinct_cells: 27
  top_logic_kind: "simple AND/OR/NAND/NOR gates"
  ys_warn_count: 1
  netlist.area_leader.share_pct: 19.0
  xor_share_pct: 2.22
  synthSimpleGateAreaFrac_pct: 33.2
  avgSynthCellArea_um2: 7.32
  synth_stat.cells: 54
  edf_count: 0
  ys_chip_area_um2: 395
  mux_area_share_pct: 0
  common_cells: "inv_1, nor2_1, ha_1"
clock_tree:
  clk_pin_slew_worst_paths_ns: 0.04
  clk_latency_ns: 0.23
  clockBufferDepth: 2
  cts_max_level: 1
  cts_sinks: 3
  root_buffer: "clkbuf_4"
  numCtsBuffers: 3
  cts_tree: "built"
final_layout:
  syn_to_final_growth_pct: 116
  drive_gt1_share_pct: 26.3
  reg_top3: "current_upc: 3 flops"
  postLayoutCoreUtil_pct: 25.1
  largest_reg_flops: 3
  regMostFlops: "current_upc"
sta:
  hold_ws_ns: 0.680
  slew_headroom_pct: 70.7
  hold_viol: 0
  finalWorstSetupSlack_ns: 0.0670
  period_needed_ns: 2.53
  tightestPinTransition_ns: 0.436
  skew_ns: 0.000440
  finalClockPeriodUsage_pct: 97.4
  fmax_mhz: 395
  slew_violations: 0
  rsz0062_at_grt: "no"
  setup_viol_count_final: 0
floorplan:
  die_w_um: 80
  die_h_um: 80
  rows: 21
  chipArea_mm2: 0.00640
  core_mm2: 0.00342
  ios: 27
  fp_util_pct: 11.6
pwr:
  p_leak_nw: 0.419
  p_clk_share_pct: 29.1
  seqPwrFrac_pct: 22.4
  power.internal_mw: 0.195
  pwr-share-comb_pct: 48.6
  irDropWorstVdd_mv: 0.0917
  switchingPower_mw: 0.0833
  powerDensity_mw_per_mm2: 326
  swShare_pct: 29.9
  finalPower_mw: 0.279
placed_design:
  portBuffers: 26
  dp_hpwl_um: 1340
  place_ws_ns: -0.324
  globalplace.congestion: 0.821
critical_path:
  path_class: "input port to output port"
  arrival_ns: 2.01
  critPathCaptureType: "output port"
  crit_required_ns: 2.08
  crit_fanout: 2
  start_kind: "input port"
drt:
  firstDrtPassIters: 4
  drt_wl_total_um: 1550
  routedWlPerCell_um: 11.0
  antenna_cells: 0
  vias: 546
  drc: 0
  ant_nets: 0
  drt_iter0_drc: 21
  via_per_inst: 3.87
flow_run:
  cap_violations: 0
  warning_count: 29
status:
  outcome: "finished clean"
[cells in the final DEF (no fill, tap or decap), types with 2 or more instances in the layout]
| cell | n |
|---|---|
| dlymetal6s2s_1 | 3 |
| inv_1 | 7 |
| nand2_1 | 3 |
| ha_1 | 6 |
| buf_4 | 12 |
| dlygate4sd2_1 | 5 |
| nor2b_1 | 2 |
| clkdlybuf4s50_1 | 16 |
| clkbuf_4 | 3 |
| dfxtp_1 | 3 |
| a211oi_1 | 3 |
| clkdlybuf4s15_2 | 2 |
| and3_1 | 2 |
| nor2_1 | 7 |
[through the flow]
stage	cell area [um2]	cells	TNS [ns]
2_1_floorplan	395	54	0
3_3_place_gp	788	136	-1.06
3_5_place_dp	788	136	-1.15
4_1_cts	841	141	0
5_1_grt	856	141	0
6_report	856	141	0
[routing by layer]
metal	part of all wire (%)	wire length (um)	global-route usage (%)	vias to the layer above
li1	-	-	-	270
met3	16	254	3.64	2
met2	40	624	6.90	22
met1	43	668	5.59	252
met4	0.39	6	0.704	0
met5	0	0	0	-
[power groups by stage]
stage / registers (mW) / clock network (mW) / logic, mW
after global routing: 0.0637 / 0.0915 / 0.153
final: 0.0623 / 0.0811 / 0.135
after CTS: 0.0622 / 0.0850 / 0.137
[worst max-delay path, cell delays in order]
cell and delay [ns]:
dlygate4sd2_1 0.24, or4_4 0.55, nor3_4 0.21, clkdlybuf4s50_1 0.49
[layout make-up]
cell class,count,area [um2]
flip-flops and latches,3,60.1
multi-input cells,42,328
clock buffers,4,26.3
repair buffers,38,354
well taps,46,57.6
fillers,385,2560
inverters,8,30.0
[cells by family after synthesis]
group,Yosys count
AOI/OAI and AO/OA,11
xor gates and xnor gates,1
adders and majority gates,6
buffers and inverters,9
DFF,3
and+or+nand+nor,24
[repair_timing]
action / CTS / global route
setup buffers: 2 / 0
endpoints found under the setup margin: 8 / 4
gates resized: 16 / 4
hold buffers: 0 / 0
pin swaps: 5 / 1
endpoints found under the hold margin: 0 / 0
[final timing paths]
path	startpoint	end	slack, ns	cells after the start
worst max-delay path	opcode[2]	mem_to_reg	0.07	4
worst min-delay path	current_upc[0]$_SDFF_PP1_	current_upc[0]$_SDFF_PP1_	0.68	3
worst max register to register	current_upc[0]$_SDFF_PP1_	current_upc[0]$_SDFF_PP1_	1.01	6
worst min register to register	current_upc[0]$_SDFF_PP1_	current_upc[0]$_SDFF_PP1_	0.68	3
Power figures rest on the tool's default switching activity, not on a simulated workload.
