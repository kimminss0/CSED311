## flow/run.sh

```bash
#!/bin/bash
# OpenROAD 26Q1-2900-gdf79404cd8, Yosys 0.63+post, stock flow scripts
make -C /OpenROAD-flow-scripts/flow DESIGN_CONFIG=/design/flow/config.mk WORK_HOME=/design/flow/orfs finish
```

## flow/config.mk

```make
export PLATFORM = sky130hd
export DESIGN_NAME = BranchPrediction
export DESIGN_NICKNAME = BranchPrediction
export VERILOG_FILES = /design/flow/design.v
export SDC_FILE = /design/flow/constraint.sdc
export NUM_CORES = 4
export LEC_CHECK = 1
export CORE_UTILIZATION = 40
```

## flow/constraint.sdc

```tcl
current_design BranchPrediction

set clk_period 27.4
set clk_io_pct 0.2

create_clock -name clk0 -period $clk_period [get_ports {clk}]

set non_clock_inputs [all_inputs -no_clocks]
set_input_delay [expr $clk_period * $clk_io_pct] -clock clk0 $non_clock_inputs
set_output_delay [expr $clk_period * $clk_io_pct] -clock clk0 [all_outputs]
```

## flow/design.v

```verilog
module BranchPrediction #(
    parameter integer BTB_DEPTH = 32,
    parameter integer TAG_WIDTH = 30 - $clog2(BTB_DEPTH),
    parameter integer BTB_IDX_WIDTH = $clog2(BTB_DEPTH)
) (
    input  [              6:0] opcode,
    input  [              6:0] ID_EX_opcode,
    input  [             31:0] ID_EX_pc,
    input  [BTB_IDX_WIDTH-1:0] ID_EX_pht_idx,
    input  [             31:0] pc,
    input  [             31:0] pc_4,                      
    input  [             31:0] predicted_branch_target,
    input  [             31:0] actual_branch_target,
    input                      actual_taken,
    input                      reset,                     
    input                      clk,
    output [             31:0] pc_predicted,
    output [BTB_IDX_WIDTH-1:0] pht_idx
);
  integer i;
  wire use_btb = opcode == 7'b1101111 || opcode == 7'b1100111 || opcode == 7'b1100011;
  wire ID_EX_use_btb = ID_EX_opcode == 7'b1101111 || ID_EX_opcode == 7'b1100111 || ID_EX_opcode == 7'b1100011;
  reg [31:0] btb[BTB_DEPTH];
  reg [TAG_WIDTH-1:0] tag_table[BTB_DEPTH];
  reg [BTB_IDX_WIDTH-1:0] bhsr;
  reg [1:0] pht[BTB_DEPTH];
  wire [BTB_IDX_WIDTH+1:2] btb_idx;
  wire [BTB_IDX_WIDTH+1:2] ID_EX_btb_idx;
  wire [TAG_WIDTH-1:0] tag;
  wire [TAG_WIDTH-1:0] ID_EX_tag;
  wire [TAG_WIDTH-1:0] tag_table_entry;
  wire pht_taken;
  wire is_predict;
  wire is_predict_correct;
  assign {tag, btb_idx} = pc[31:2];
  assign {ID_EX_tag, ID_EX_btb_idx} = ID_EX_pc[31:2];
  assign pht_idx = bhsr ^ btb_idx;
  assign pht_taken = pht[pht_idx][1];
  assign is_predict = use_btb && pht_taken && tag == tag_table[btb_idx];
  assign pc_predicted = is_predict ? btb[btb_idx] : pc_4;
  assign is_predict_correct = actual_branch_target == predicted_branch_target;
  always @(posedge clk) begin
    if (reset) begin
      for (i = 0; i < BTB_DEPTH; i = i + 1) begin
        btb[i] <= 0;
        tag_table[i] <= 0;
        pht[i] <= 2'b11;
      end
      bhsr <= 0;
    end else begin
      if (ID_EX_use_btb) begin
        if (ID_EX_opcode == 7'b1100011) begin
          bhsr <= {actual_taken, bhsr[BTB_IDX_WIDTH-1:1]};
        end
        if (actual_taken) begin
          if (!is_predict_correct) begin
            btb[ID_EX_btb_idx] <= actual_branch_target;
            tag_table[ID_EX_btb_idx] <= ID_EX_tag;
          end
          unique case (pht[ID_EX_pht_idx])
            2'b11: pht[ID_EX_pht_idx] <= 2'b11;
            2'b10: pht[ID_EX_pht_idx] <= 2'b11;
            2'b01: pht[ID_EX_pht_idx] <= 2'b10;
            2'b00: pht[ID_EX_pht_idx] <= 2'b01;
          endcase
        end else begin
          unique case (pht[ID_EX_pht_idx])
            2'b00: pht[ID_EX_pht_idx] <= 2'b00;
            2'b01: pht[ID_EX_pht_idx] <= 2'b00;
            2'b10: pht[ID_EX_pht_idx] <= 2'b01;
            2'b11: pht[ID_EX_pht_idx] <= 2'b10;
          endcase
        end
      end
    end
  end
endmodule
```

==> job_summary.md <==
## PnR job results

| Metric | Value |
|---|---|
| Dpl hpwl | 157000 um |
| DIE HEIGHT | 469 um |
| Logic area | 28600 sq um |
| CP Data Required Time | 21.92 ns |
| Most used cell, CP | buf_4 |
| Syn_area_per_cell | 15.4 sq um |
| Fin crit period | 17.63 ns |
| Die width | 469 um |
| Top Ports | 219 |
| Status | finished clean |
| Chip area line of the yosys report | 87400 sq um |
| Most frequent logic cell in the layout | edfxtp_1 |
| Drt total wl | 282000 um |
| Worst Path Class, Setup | primary input to output pin |
| Clk buf depth | 3 |
| Max H-tree Level | 4 |
| Peak supply drop | 0.0667 mV |
| CP cell instances | buf_8, buf_4, buf_4, mux4_2, mux4_2, mux2i_1, xnor2_1, nor4_1, nand4_1, nor4_4, buf_4, buf_4, mux2_2, clkdlybuf4s50_1 |
| F_max | 56.7 MHz |
| CTS Buf Count | 200 |
| Tool warning count | 30 |
| Die ar. | 220000 sq um |
| Clock transition at path regs | 0.06 ns |
| Delay-heaviest family, CP | buffers and inverters |
| CTS Hold Bufs | 0 |
| Endpoint, Worst Hold | bhsr[0]$_SDFFE_PP0P_ |
| Initial DRC Count | 3288 |
| Number of global-route vias before repair | 53.0k |
| Slowest CP cell | buf_4 |
| Crit. End Element | output pin |
| Core area | 217000 sq um |
| Reg2reg start | pht[15][0]$_SDFFCE_PN1P_ |
| Clk latency late pin | 0.84 ns |
| Synth flops | 1893 |
| Leak Pwr | 34.1 nW |
| Hold path startpoint | bhsr[0]$_SDFFE_PP0P_ |
| Share of cells above drive strength 1 | 18.3% |
| Worst path bufs/invs | 6 |
| Clk sink count | 1893 |
| Drt wl/cell | 32.0 um |
| Worst hold path depth | 2 |
| R2r endpoint | pht[31][1]$_SDFFCE_PN1P_ |
| Synth Warn # | 1 |
| Total power | 0.00649 W |
| Cells on worst reg2reg path | 6 |
| R2R setup slack | 24.39 ns |
| Row Count | 171 |
| Max incr delay on CP | 0.66 ns |
| CTS tree | done |
| CP Max Fanout | 59 |
| Synth cell types | 58 |
| Rel. slew slack | 26.4% |
| Resize count post-CTS | 0 |
| Dominant flop cell | edfxtp_1 |
| GP Congestion | 0.875 |
| Final Util | 45.7% |
| Min Hold Slack | 0.534 ns |
| Drt pass-1 iters | 7 |
| Most instantiated logic cells after routing | edfxtp_1 (1888), and2_1 (1829), mux4_2 (455) |
| Yosys Instances | 5689 |
| Final ANT Viol Nets | 0 |
| Vias per cell | 5.60 |
| Fp_density | 40.2% |
| Non-filler cells, final | 8814 |
| Max cap viols | 0 |
| PortBufs | 214 |
| First-pass GRT wire length | 398000 um |
| Post-Place Cells | 8433 |
| CP Data Arrival Time | 12.15 ns |
| Cells after synthesis | 5689 |
| Cell area after synthesis | 87400 sq um |
| Fraction of registers with async set/reset | 0% |
| Min-Delay Path Class | register to register |
| DR vias | 49.3k |
| Hold Violations, Final | 0 |
| RSZ-0062 raised after global routing | false |
| Largest net degree at the start of global routing | 87 |
| Setup Skew | 0.0106 ns |
| Area delta synth->final | 13.6% |
| Fin Setup TNS | 0 ns |
| Crit start category | primary input |
| Setup bufs post-CTS | 0 |
| Final setup fails | 0 |
| Number of enable flip-flop cells | 1888 |
| Remaining DRCs | 0 |
| Synth Seq Share | 65.0% |
| GRT Overall Usage | 28.2% |
| Clk root buf | clkbuf_16 |
| Final Max Tran Viols | 0 |
| Antenna violations before repair | 20 |
| Fin crit share | 64.3% |
| Power density of the placed cells | 65.4 nW/um^2 |
| Sequential cell area | 56800 sq um |
| # fillers | 18.2k |
| Gr ovfl total | 0 |
| Worst-Margin Slew | 1.10 ns |
synth_stat cells (43+ instances only):
library cell,instances,area share [%]
clkbuf_1,456,2.0
nand3_1,66,0.38
mux4_2,455,12
mux2i_1,190,2.2
and2_1,1829,13
edfxtp_1,1888,65
nand2_1,176,0.76
mux2_2,44,0.57
or2_2,46,0.33
nor2_1,63,0.27
xnor2_1,43,0.43
buf_1,44,0.19
sequential cells by signal (all words and copies together), names as in the netlist:
signal     flops
btb         1024
tag_table    800
pht           64
bhsr           5
kinds of logic after synthesis:
logic type      share of synthesized area, %
flops                                   65.0
fa+ha+maj                             0.0115
compound gates                          1.63
buf+inv                                 2.62
xor+xnor                               0.561
mux                                     14.7
simple gates                            15.5
stage by stage:
| stage | worst slack [ns] | instance area (sq um) |
|---|---|---|
| 2_1_floorplan | 13.40 | 87400 |
| 3_3_place_gp | 9.82 | 93000 |
| 3_5_place_dp | 9.83 | 93000 |
| 4_1_cts | 9.81 | 99200 |
| 5_1_grt | 9.53 | 99200 |
| 6_report | 9.77 | 99300 |
cell type report:
type	instances	area share, %
Sequential cell	1893	57.2
Multi-Input combinational cell	3229	28.9
Clock buffer	257	5.28
Timing Repair Buffer	449	3.98
Tap cell	2854	3.60
Clock inverter	109	0.988
Inverter	8	0.0391
Antenna cell	15	0.0378
how the worst max path moves through the flow:
stage     start  slack (ns)               end  cells after the start
6_report  pc[3]        9.77  pc_predicted[12]                     14
5_1_grt   pc[3]        9.53  pc_predicted[28]                     14
4_1_cts   pc[3]        9.81  pc_predicted[23]                     14
worst register-to-register path, cell delays in order, from the launching register on:
cell      delay [ns]
edfxtp_1        0.37
mux4_2          0.52
mux4_2          0.51
mux2i_1         0.23
maj3_1          0.61
buf_4           0.36
nand4_1         0.12
power by group:
group / leakage (nW) / switching, W / total [W] / internal, W
Sequential: 17.8 / 0.0000329 / 0.00335 / 0.00332
Combinational: 13.2 / 0.000321 / 0.000520 / 0.000199
Clock: 3.05 / 0.00115 / 0.00263 / 0.00148
layer usage:
metal / part of all wire [%] / track usage (%) / up-vias / routed length, um
met4: 3.5 / 7.97 / 18 / 9990
met1: 32 / 33.5 / 24100 / 90600
li1: - / - / 21100 / -
met5: 0.14 / 1.38 / - / 402
met3: 19 / 23.4 / 502 / 54800
met2: 45 / 39.4 / 3604 / 126000
Power figures rest on the tool's default switching activity, not on a simulated workload.
